<file path="./design.v">
module L6_2(clk, w, rst, z, state, next_state, limit, prev_state, counter);
	input clk;
	input w;
	input rst;
	input [3:0] limit;
	parameter A = 4'b0000, B = 4'b0001, C = 4'b0010, D = 4'b0011, E = 4'b0100, F = 4'b0101, G = 4'b0110, H = 4'b0111, I = 4'b1000;
	output reg [3:0] state = A, next_state, prev_state;
	output reg z;
	output reg [3:0] counter;
	always @(posedge clk or posedge rst) begin
    if (rst) begin
        state <= A;
		  prev_state <= A;
	 end else begin
        state <= next_state;
		  prev_state <= state;
	 end
	end
	always @(posedge clk or posedge rst) begin
		if (rst)		  counter <= 0;
		else if ((prev_state == B && state == F) || (prev_state == F && state == B)) counter <= 1;
		else if ((prev_state == I && state == B) || (prev_state == E && state == F)) counter <= 1;
		else if (state == B || state == F) counter <= counter + 1;
	end 
	always @(*) begin
    case (state)
      A: if (w == 1) next_state = F;
            else    next_state = B;
		B: if (w == 1) next_state = F;
			else if (counter == limit-1) next_state = E;
		E: if (w==1) next_state = F;
			else next_state = E;
		F: if (w==0) next_state = B;
			else if (counter == limit-1) next_state = I;
		I: if (w==1) next_state = I;
			else next_state = B;
      default: next_state = A;
    endcase
   end
	always @(*) begin
		case (state)
			A: z = 0;
			B: z = 0;
			E: z = 1;
			F: z = 0;
			I: z = 1;
			default: z = 0;
		endcase
	end
endmodule
module hex_to_seg (hex, seg);
	input [3:0] hex;
	output reg [6:0] seg;
	always@(*) begin
		case(hex)
		4'h0 : begin seg = 7'b1000000; end  
		4'h1 : begin seg = 7'b1111001; end  
		4'h2 : begin seg = 7'b0100100; end  
		4'h3 : begin seg = 7'b0110000; end  
		4'h4 : begin seg = 7'b0011001; end  
		4'h5 : begin seg = 7'b0010010; end  
		4'h6 : begin seg = 7'b0000010; end  
		4'h7 : begin seg = 7'b1111000; end  
		4'h8 : begin seg = 7'b0000000; end  
		4'h9 : begin seg = 7'b0010000; end  
		4'hA : begin seg = 7'b0001000; end
		4'hB : begin seg = 7'b0000011; end
		4'hC : begin seg = 7'b0100111; end
		4'hD : begin seg = 7'b0100001; end
		4'hE : begin seg = 7'b0000110; end
		4'hF : begin seg = 7'b0001110; end
		default : begin seg = 7'b1111111; end
		endcase
	end
endmodule
module top_level2 (KEY, SW, LEDR, HEX0, HEX1, HEX2, HEX3);
	input [3:0] KEY;
	input [9:0] SW;
	output [9:0] LEDR;
	output [6:0] HEX0, HEX1, HEX2, HEX3;
	wire led;
	wire [3:0] state, next_state, counter;
	reg [3:0] user;
	L6_2 FSM (.clk(KEY[0]), .rst(SW[0]), .w(SW[1]), .z(led), .state(state), .next_state(next_state), .limit(user), .counter(counter));
	hex_to_seg  hex0 (.hex(counter), .seg(HEX0));
	hex_to_seg  hex1 (.hex(user), .seg(HEX1));
	hex_to_seg  hex2 (.hex(state), .seg(HEX2));
	hex_to_seg  hex3 (.hex(next_state), .seg(HEX3));
	genvar i;
	generate 
		for (i = 1; i < 10; i = i + 1) begin : led_loop
			assign LEDR[i] = led;
		end
	endgenerate
	always @(posedge KEY[3]) begin
		user <= SW [9:6];
	end
endmodule
</file>
<file path="./run.sh">
#!/bin/bash
# OpenROAD 26Q1-2900-gdf79404cd8, Yosys 0.63+post, stock flow scripts
make -C /OpenROAD-flow-scripts/flow DESIGN_CONFIG=/design/flow/config.mk WORK_HOME=/design/flow/orfs finish
</file>
<file path="./config.mk">
export PLATFORM = sky130hd
export DESIGN_NAME = top_level2
export DESIGN_NICKNAME = top_level2
export VERILOG_FILES = /design/flow/design.v
export SDC_FILE = /design/flow/constraint.sdc
export NUM_CORES = 4
export LEC_CHECK = 1
export CORE_AREA = 10 10 95 95
export DIE_AREA = 0 0 105 105
</file>
<file path="./constraint.sdc">
current_design top_level2

set clk_period 3.1
set clk_io_pct 0.2

create_clock -name clk0 -period $clk_period [get_ports {KEY}]

set non_clock_inputs [all_inputs -no_clocks]
set_input_delay [expr $clk_period * $clk_io_pct] -clock clk0 $non_clock_inputs
set_output_delay [expr $clk_period * $clk_io_pct] -clock clk0 [all_outputs]
</file>
==> metrics.log <==
[report] extracting results
INFO  metric diodes = 0
INFO  metric detail_route.vias_per_cell = 4.20
INFO  metric ys_async_sr_fraction = 0.417
INFO  metric min_from = FSM.state[0]$_DFF_PP0_
INFO  metric maxCapViolations = 0
INFO  metric rr_startpoint = FSM.state[2]$_DFF_PP0_
INFO  metric setup_viol_count_final = 0
INFO  metric clock_tree_from_tritoncts = done
INFO  metric timing.critical_path.max_delay_family = buffers and inverters
INFO  metric drt_first_pass_iters = 4
INFO  metric clk_latency = 0.21 ns
INFO  metric cts_resized = 0
INFO  metric finalMaxSlewViolations = 0
INFO  metric critical_path.startpoint_type = flop
INFO  metric fp.dieArea = 0.0110 sq mm
INFO  metric status = finished clean
INFO  metric place_hpwl = 2720 microns
INFO  metric antenna_found_initial = 0
INFO  metric timing.fmax = 0.355 GHz
INFO  metric hp-class = reg -> reg
INFO  metric ir_worst_vdd = 0.000243 V
INFO  metric vias_in_the_first_global_route = 1316
INFO  metric period_used_share = 0.908
INFO  metric crit_path_cell_trace = inv_1, ha_1, inv_1, mux4_2, clkdlybuf4s50_1
INFO  metric regToRegSetupSlack = 1.29 ns
INFO  metric synth.yosys.num_cells = 179
INFO  metric untimed_endpoints = 13
INFO  metric worstSetupPathType = reg -> out
INFO  metric critical_path_arrival = 2.20 ns
INFO  metric synth-edff-count = 0
INFO  metric dp_slack = 0.460 ns
INFO  metric critical-path-slowest-cell = sky130_fd_sc_hd__dfrtp_1
INFO  metric setup_ws = 0.284 ns
INFO  metric routed_wl = 3580 microns
INFO  metric final_common_cell = sky130_fd_sc_hd__clkdlybuf4s50_1
INFO  metric syn_to_final_growth = 32.1%
INFO  metric post-cts-setup-buffers = 0
INFO  metric postSynthCellCount = 179
INFO  metric cell_type_count = 40
INFO  metric yosys_area = 0.00165 sq mm
INFO  metric fp-row-count = 30
INFO  metric register_pins_left_without_a_clock = 3
INFO  metric synth.yosys.warnings = 4
INFO  metric yosys_register_bits = 24
INFO  metric leading_cell_types_in_the_layout_fill_and_taps_excluded = sky130_fd_sc_hd__clkdlybuf4s50_1 (43), sky130_fd_sc_hd__ha_1 (20), sky130_fd_sc_hd__inv_1 (17)
INFO  metric die_boundary_width = 105 microns
INFO  metric groute.usage.overall = 0.0649
INFO  metric globalRouteOverflowTotal = 0
INFO  metric placeable_core_region = 0.00691 sq mm
INFO  metric num_vias = 1285
INFO  metric final-hold-violation-count = 0
INFO  metric gp_routability_congestion = 0.808
INFO  metric critPathMaxFanout = 9
INFO  metric placement.io_buffers = 43
INFO  metric cts.clk_slew.worst_paths = 0.04 ns
INFO  metric power_density = 353 mW/mm^2
INFO  metric crit_path_end_kind = primary output
INFO  metric synth.cell_area = 0.00165 sq mm
INFO  metric worstRegToRegCells = 5
INFO  metric timing.final.crit_period = 2.82 ns
INFO  metric cellLeakagePower = 0.946 nW
INFO  metric dr.first_iter.drc_count = 34
INFO  metric postCtsHoldBufs = 0
INFO  metric mean_instance_size_in_the_synthesized_netlist = 9.19 sq um
INFO  metric fin_worst_skew = 0.000626 ns
INFO  metric floorplan.io_pins = 52
INFO  metric grt_start_max_net_pins = 19
INFO  metric initCoreUtil = 0.238
INFO  metric ant_nets = 0
INFO  metric setup_total_negative_slack = 0 ns
INFO  metric slew_headroom = 0.604
INFO  metric chipHeight = 105 microns
INFO  metric hold_depth = 0
INFO  metric first_pass_grt_wire_length = 6170 microns
INFO  metric wl_per_cell = 11.7 microns
INFO  metric min_delay_worst_endpoint = FSM.prev_state[0]$_DFF_PP0_
INFO  metric rsz_0062_raised_after_global_routing = false
INFO  metric critical_path.most_common_cell = sky130_fd_sc_hd__inv_1
INFO  metric critical_path.reg2reg.endpoint = FSM.counter[1]$_DFFE_PP0P_
INFO  metric critical_path_required = 2.48 ns
INFO  metric share_of_cells_above_drive_strength_1 = 0.0857
INFO  metric critical_path_s_largest_stage_delay = 0.53 ns
INFO  metric finalPower = 768 uW
INFO  metric ys_dominant_reg_cell = sky130_fd_sc_hd__dfxtp_1
INFO  metric buf_inv_stages_crit_path = 3
INFO  metric worst-slew-pin-transition = 0.590 ns
INFO  metric openroad.warnings = 84
INFO  metric remaining_drc_errors = 0
==> cell families after synthesis <==
kind of cell    synth area share
compound gates             0.137
other cells              0.00228
flops                      0.286
simple gates               0.125
fa+ha+maj                  0.152
mux                        0.125
xor+xnor                  0.0319
latches                   0.0274
buf+inv                    0.113
==> state kept, by name, summed over array words and instances, names as in the netlist <==
signal	count
HEX1	7
FSM.counter	4
user	4
FSM.next_state	3
FSM.prev_state	3
FSM.state	3
==> cells in the mapped netlist, types with 2 or more instances <==
| cell type | instances | area (sq um) |
|---|---|---|
| sky130_fd_sc_hd__xnor2_1 | 4 | 35.0 |
| sky130_fd_sc_hd__a21oi_1 | 7 | 35.0 |
| sky130_fd_sc_hd__dfxtp_1 | 11 | 220 |
| sky130_fd_sc_hd__ha_1 | 20 | 250 |
| sky130_fd_sc_hd__buf_2 | 5 | 25.0 |
| sky130_fd_sc_hd__dlxtn_1 | 3 | 45.0 |
| sky130_fd_sc_hd__nor3_1 | 3 | 15.0 |
| sky130_fd_sc_hd__nand3b_1 | 3 | 22.5 |
| sky130_fd_sc_hd__xor2_1 | 2 | 17.5 |
| sky130_fd_sc_hd__inv_1 | 17 | 63.8 |
| sky130_fd_sc_hd__mux4_2 | 4 | 90.1 |
| sky130_fd_sc_hd__o211ai_1 | 4 | 30.0 |
| sky130_fd_sc_hd__mux2_2 | 2 | 22.5 |
| sky130_fd_sc_hd__o21ai_0 | 8 | 40.0 |
| sky130_fd_sc_hd__a211oi_1 | 2 | 15.0 |
| sky130_fd_sc_hd__clkbuf_1 | 4 | 15.0 |
| sky130_fd_sc_hd__nand2b_1 | 2 | 12.5 |
| sky130_fd_sc_hd__nand2_1 | 14 | 52.6 |
| sky130_fd_sc_hd__dfrtp_1 | 10 | 250 |
| sky130_fd_sc_hd__a21o_1 | 2 | 15.0 |
| sky130_fd_sc_hd__nor2_1 | 11 | 41.3 |
| sky130_fd_sc_hd__nor2b_1 | 4 | 25.0 |
| sky130_fd_sc_hd__mux2i_1 | 8 | 80.1 |
| sky130_fd_sc_hd__a31oi_1 | 3 | 18.8 |
| sky130_fd_sc_hd__buf_4 | 11 | 82.6 |
==> metrics by stage <==
step | cells | hold WS [ns] | utilization | instance area, sq um
floorplan | 179 | 0.405 | - | 1650
CTS | 306 | 0.433 | 0.315 | 2170
finish | 306 | 0.427 | 0.315 | 2170
global placement | 298 | 0.419 | 0.300 | 2070
detailed placement | 298 | 0.421 | 0.300 | 2070
global route | 306 | 0.454 | 0.315 | 2170
==> layer usage <==
layer,wire length [microns],vias up,GRT usage
met2,1770,23,0.109
met5,0,-,0
met3,204,6,0.0236
li1,-,653,-
met4,31,0,0.00882
met1,1570,603,0.0795
==> worst max path at each step <==
| stage | to | slack (ns) | startpoint | cells after the start |
|---|---|---|---|---|
| 4_1_cts | LEDR[6] | 0.20 | FSM.state[0]$_DFF_PP0_ | 5 |
| 5_1_grt | HEX0[3] | 0.10 | FSM.counter[0]$_DFFE_PP0P_ | 5 |
| 6_report | HEX0[3] | 0.28 | FSM.counter[0]$_DFFE_PP0P_ | 5 |
==> cell type report <==
type | instances | area, sq um
timing repair buffer | 43 | 430
clock buffer | 8 | 100
inverter | 17 | 63.8
sequential | 24 | 515
fill | 725 | 4730
multi-input combinational | 118 | 943
tap | 96 | 120
==> power breakdown <==
| group | internal, mW | leakage (nW) | switching (mW) |
|---|---|---|---|
| combinational | 0.118 | 0.659 | 0.0605 |
| clock | 0.198 | 0.0515 | 0.0651 |
| sequential | 0.293 | 0.235 | 0.0319 |
Power is estimated from default activity; no workload was simulated.
