==> /design/flow/design.v <==
module L6_3(clk, w, rst, z, state, next_state, prev_state, counter, user_password, user_guess, password, guess);
	input clk;
	input w; 		 
	input rst;
	input [3:0] user_password;
	input [3:0] user_guess;
	parameter A = 4'b0000, B = 4'b0001, C = 4'b0010, D = 4'b0011, E = 4'b0100, F = 4'b0101, G = 4'b0110, H = 4'b0111, I = 4'b1000, J = 4'b1001, K = 4'b1010, L = 4'b1011, M = 4'b1100;
	output reg [3:0] state = A, next_state, prev_state;
	output reg [15:0] password;
	output reg [15:0] guess;
	output reg [1:0] z;  
	output reg [3:0] counter;
	always @(posedge clk or posedge rst) begin
    if (rst) begin
        state <= A;
		  prev_state <= A;
	 end else begin
        state <= next_state;
		  prev_state <= state;
	 end
	end
	always @(posedge clk or posedge rst) begin  
		if (rst) begin
			password <= 0;
		end else begin
		case (state)
			B: password[15:12] <= user_password;
			C: password[11:8] <= user_password;
			D: password[7:4] <= user_password;
			E: password[3:0] <= user_password;
			default: password <= password;
		endcase
		end
	end
	always @(posedge clk or posedge rst) begin  
		if (rst) begin
			guess <= 0;
		end else begin
		case(state)
			G: guess[15:12] <= user_guess;
			H: guess[11:8] <= user_guess;
			I: guess[7:4] <= user_guess;
			K: guess[3:0] <= user_guess;
			default: guess <= guess;
		endcase 
		end
	end
	always @(*) begin
    case (state)
      A: if (w == 1) next_state = B;
		B: next_state = C;
		C: next_state = D;
		D: next_state = E;
		E: next_state = F;
		F: if (w == 1) next_state = F;
			else next_state = G;
		G: next_state = H;
		H: next_state = I;
		I: next_state = J;
		J: next_state = K;
		K: if (guess == password) next_state = L;
			else next_state = M;
		L: next_state = L;  
		M: next_state = F;  
      default: next_state = A;
    endcase
   end
	always @(*) begin
		case (state)
			A: z = 0;
			B: z = 0;
			C: z = 0;
			D: z = 0;
			E: z = 0;
			F: z = 0;
			G: z = 0;
			H: z = 0;
			I: z = 0;
			J: z = 0;
			K: z = 0;
			L: begin 
				z[0] = 1;
				z[1] = 0;
			end
			M: begin
				z[0] = 0;
				z[1] = 1;
			end
			default: z = 0;
		endcase
	end
endmodule
module hex_to_seg (hex, seg);
	input [3:0] hex;
	output reg [6:0] seg;
	always@(*) begin
		case(hex)
		4'h0 : begin seg = 7'b1000000; end  
		4'h1 : begin seg = 7'b1111001; end  
		4'h2 : begin seg = 7'b0100100; end  
		4'h3 : begin seg = 7'b0110000; end  
		4'h4 : begin seg = 7'b0011001; end  
		4'h5 : begin seg = 7'b0010010; end  
		4'h6 : begin seg = 7'b0000010; end  
		4'h7 : begin seg = 7'b1111000; end  
		4'h8 : begin seg = 7'b0000000; end  
		4'h9 : begin seg = 7'b0010000; end  
		4'hA : begin seg = 7'b0001000; end
		4'hB : begin seg = 7'b0000011; end
		4'hC : begin seg = 7'b0100111; end
		4'hD : begin seg = 7'b0100001; end
		4'hE : begin seg = 7'b0000110; end
		4'hF : begin seg = 7'b0001110; end
		default : begin seg = 7'b1111111; end
		endcase
	end
endmodule
module top_level3 (KEY, SW, LEDR, HEX0, HEX1, HEX2, HEX3);
	input [3:0] KEY;
	input [9:0] SW;
	output [9:0] LEDR;
	output [6:0] HEX0, HEX1, HEX2, HEX3;
	wire [1:0] led;
	wire [3:0] state, next_state, counter;
	reg [3:0] user;
	wire [15:0] password, guess;
	L6_3 FSM (.clk(KEY[0]), 
				.rst(SW[8]), 
				.w(SW[9]), 
				.z(led), 
				.state(state), 
				.next_state(next_state), 
				.counter(counter), 
				.user_password(SW[3:0]), 
				.user_guess(SW[7:4]),
				.password(password),
				.guess(guess));
	hex_to_seg  hex0 (.hex(password[3:0]), .seg(HEX0));
	hex_to_seg  hex1 (.hex(password[7:4]), .seg(HEX1));
	hex_to_seg  hex2 (.hex(password[11:8]), .seg(HEX2));
	hex_to_seg  hex3 (.hex(password[15:12]), .seg(HEX3));
	assign LEDR[3:0] = {4{led[0]}};
	assign LEDR[7:4] = {4{led[1]}};
endmodule
==> /design/flow/constraint.sdc <==
current_design top_level3

set clk_period 2.5
set clk_io_pct 0.2

create_clock -name clk0 -period $clk_period [get_ports {KEY}]

set non_clock_inputs [all_inputs -no_clocks]
set_input_delay [expr $clk_period * $clk_io_pct] -clock clk0 $non_clock_inputs
set_output_delay [expr $clk_period * $clk_io_pct] -clock clk0 [all_outputs]
==> /design/flow/config.mk <==
export PLATFORM = sky130hd
export DESIGN_NAME = top_level3
export DESIGN_NICKNAME = top_level3
export VERILOG_FILES = /design/flow/design.v
export SDC_FILE = /design/flow/constraint.sdc
export NUM_CORES = 4
export LEC_CHECK = 1
export CORE_UTILIZATION = 50
==> /design/flow/run.sh <==
#!/bin/bash
# OpenROAD 26Q1-2900-gdf79404cd8, Yosys 0.63+post, stock flow scripts
make -C /OpenROAD-flow-scripts/flow DESIGN_CONFIG=/design/flow/config.mk WORK_HOME=/design/flow/orfs finish
==> flow_summary.toml <==
# implementation run metrics
[drt]
ant_nets = 0
firstDrtPassIters = 4
drt-vias-per-instance = 5.20
antenna_cells = 0
first_iter_violations = 61
vias = 2024
drc = 0
wl_um = 5430
wl_per_cell_um = 14.0

[place]
hpwl_um = 3820
post-place-ws_ns = 0.232
routabilityCongestion = 0.833
placed_cell_area_mm2 = 0.00321
portBuffers = 46

[grt]
grt_pass1_vias = 1805
grt_overflow_total = 0
grt_pass1_wl_um = 8890
grt_max_degree = 37
grt_antenna_before_repair = 0
track_usage_pct = 19.7

[worst_setup_path]
cp_slowest_cell = "mux4_2"
worst_ep_arrival_time_ns = 1.89
worstPathRequired_ns = 2.00
ff2ff_setup_slack_ns = 0.87
cpPeakStageDelay_ns = 0.45
worst_setup_path_start_kind = "register"
cp-end-kind = "output port"
worstPathCellList = "buf_4 > ha_1 > mux4_2 > clkdlybuf4s50_1"
critPathMaxFanout = 4
critPathKind = "register to output port"

[sta]
skew_ns = 0.000968
timing.final.ws_setup_ns = 0.110
finalHoldViolations = 0
period_minus_slack_ns = 2.39
unclocked_pins = 4
rsz0062_at_grt = "true"
fin_crit_sh_pct = 95.6
untimed_endpoints = 8
setup_viol_count_final = 0
slew_violations = 0
max_freq_mhz = 418

[pwr]
powerDensity_mw_per_mm2 = 372
ir_worst_vdd_mv = 0.395
leakage_nw = 1.47

[yosys]
top_cells_by_area = "dfrtp_1, ha_1, mux2_2"
syn_inst = 275
yosysTopAreaCellShare_pct = 32.4
compound_area_share_pct = 10.1
netlist_area_mm2 = 0.00278
yosysWarnings = 4
most_common_cell = "dfrtp_1"
top_cells_by_count = "dfrtp_1, ha_1, nand2_1"
synth.distinct_cells = 41
xor_share_pct = 5.04
yosysChipArea_mm2 = 0.00278
yosys_cells = 275
synth_top_cell_by_area = "dfrtp_1"
yosys_register_bits = 40
synth.avg_cell_area_um2 = 10.1
top_logic_kind = "multiplexers"
synthArstFlopShare_pct = 90.0
mux_area_share_pct = 16.7
synth_simple_gate_area_share_pct = 15.5
synthFlopType = "dfrtp_1"
ys_sh_adder_pct = 10.8
edf_count = 0

[cts]
cts_buffer_depth = 2
cts_tree = "done"
clk_latency_ns = 0.25
cts_root_buf = "clkbuf_8"
cts_hold_buf = 0
numCtsBuffers = 5
cts.htree.levels = 2
clkTransAtPathRegs_ns = 0.05

[floorplanning]
pin_count = 52
dieWidth_um = 76.6
die_y_um = 76.6
fp_util_pct = 53.1
dieArea_mm2 = 0.00587
core_mm2 = 0.00524
core.rowCount = 26

[layout]
drive_gt1_share_pct = 29.2
area_growth_pct = 25.4
stdcell_area_mm2 = 0.00349

[run]
warning_count = 87
maxCapViolCount = 0

[hold_path]
worstHoldPathType = "register to register"

[status]
status = "completed"
routing by layer:
| layer | track usage (%) | wire, um | vias up |
|---|---|---|---|
| met2 | 29.1 | 2360 | 42 |
| met1 | 32.7 | 2820 | 949 |
| met4 | 1.92 | 44 | 0 |
| met3 | 3.16 | 213 | 6 |
| met5 | 0 | 0 | - |
| li1 | - | - | 1027 |
sequential cells by signal, indices dropped and copies added (netlist names):
name and cells:
FSM.password 16, FSM.guess 16, FSM.next_state 4, FSM.state 4
layout by cell type (no fill, tap or decap), drive strengths merged, types with 8 or more instances in the layout:
| cell | netlist | layout |
|---|---|---|
| clkdlybuf4s50 | 0 | 46 |
| dfrtp | 36 | 36 |
| mux2 | 25 | 25 |
| ha | 24 | 24 |
| nand2 | 23 | 23 |
| o21ai | 21 | 21 |
| nor2 | 19 | 19 |
| xor2 | 16 | 16 |
| a21oi | 15 | 15 |
| buf | 16 | 14 |
| inv | 10 | 10 |
| nor3 | 8 | 8 |
area by class of cell:
class | count | area [um^2]
inverters | 10 | 47.5
fillers | 423 | 1750
flip-flops and latches | 40 | 972
clock buffers | 6 | 72.6
clock inverters | 2 | 35.0
multi-input cells | 201 | 1710
repair buffers | 60 | 566
well taps | 70 | 87.6
worst max-delay path: cells and delay by family (launching register included):
family,cells,cell delay [ns]
buffers and inverters,2,0.56
multiplexers,1,0.45
adder cells (fa/ha/maj),1,0.20
flip-flops,1,0.43
report_power, final:
group	switching (W)	internal (W)
registers	0.0000410	0.000607
clock network	0.000128	0.000294
logic	0.0000811	0.000145
total	0.000250	0.00105
per-stage QoR:
stage | std cells | hold WS, ns | power [W] | TNS, ns | util, %
global route | 389 | 0.547 | 0.00145 | -0.0597 | 66.6
floorplan | 276 | 0.501 | 0.000761 | 0 | -
global placement | 372 | 0.512 | 0.000869 | 0 | 61.3
finish | 389 | 0.525 | 0.00130 | 0 | 66.6
CTS | 380 | 0.533 | 0.00137 | 0 | 63.5
detailed placement | 372 | 0.516 | 0.000868 | 0 | 61.3
cells by family after synthesis:
| kind of cell | Yosys count |
|---|---|
| buf+inv | 35 |
| fa+ha+maj | 24 |
| latches | 4 |
| other cells | 1 |
| simple gates | 75 |
| compound gates | 50 |
| xor+xnor | 16 |
| flops | 36 |
| mux | 34 |
path summary, 6_finish.rpt:
kind,end,from,depth (start not counted)
max in group asynchronous,FSM.password[5],SW[8],3
worst max-delay path,HEX3[0],FSM.password[12],4
worst max register to register,FSM.guess[10],FSM.state[3],4
min in group asynchronous,FSM.password[10],SW[8],3
worst min register to register,FSM.guess[14],FSM.guess[14],1
worst min-delay path,FSM.guess[14],FSM.guess[14],1
what timing repair did:
| action | in CTS | in global routing |
|---|---|---|
| buffers inserted | 0 | 9 |
| resized | 11 | 24 |
| endpoints found under the setup margin | 7 | 15 |
Power and IR drop assume default switching activity.
