==> design/flow/design.v <==
module L6_4(clk, w, rst, z, state, next_state, prev_state, counter, user_password, user_guess, dis_password, guess);
	input clk;
	input w; 		 
	input rst;
	input [3:0] user_password;
	input [3:0] user_guess;
	parameter A = 4'b0000, B = 4'b0001, C = 4'b0010, D = 4'b0011, E = 4'b0100, F = 4'b0101, G = 4'b0110, H = 4'b0111, I = 4'b1000, J = 4'b1001, K = 4'b1010, L = 4'b1011, M = 4'b1100;
	output reg [3:0] state = A, next_state, prev_state;
	output reg [15:0] dis_password;
	reg [15:0] password;
	output reg [15:0] guess;
	output reg [1:0] z;  
	output reg [3:0] counter;
	always @(posedge clk or posedge rst) begin
    if (rst) begin
        state <= A;
		  prev_state <= A;
	 end else begin
        state <= next_state;
		  prev_state <= state;
	 end
	end
	always @(posedge clk or posedge rst) begin  
		if (rst) begin
			password <= 0;
		end else begin
		case (state)
			B: password[15:12] <= user_password;
			C: password[11:8] <= user_password;
			D: password[7:4] <= user_password;
			E: password[3:0] <= user_password;
			default: password <= password;
		endcase
		end
	end
	always @(posedge clk or posedge rst) begin  
		if (rst) begin
			guess <= 0;
		end else begin
		case(state)
			G: guess[15:12] <= user_guess;
			H: guess[11:8] <= user_guess;
			I: guess[7:4] <= user_guess;
			K: guess[3:0] <= user_guess;
			default: guess <= guess;
		endcase 
		end
	end
	always @(*) begin
    case (state)
      A: if (w == 1) next_state = B;
		B: next_state = C;
		C: next_state = D;
		D: next_state = E;
		E: next_state = F;
		F: if (w == 1) next_state = F;
			else next_state = G;
		G: next_state = H;
		H: next_state = I;
		I: next_state = J;
		J: next_state = K;
		K: if (guess == password) next_state = L;
			else next_state = M;
		L: next_state = L;  
		M: next_state = F;  
      default: next_state = A;
    endcase
   end
	always @(*) begin
		case (state)
			A: z = 0;
			B: z = 0;
			C: z = 0;
			D: z = 0;
			E: z = 0;
			F: z = 0;
			G: z = 0;
			H: z = 0;
			I: z = 0;
			J: z = 0;
			K: z = 0;
			L: begin 
				z[0] = 1;
				z[1] = 0;
				dis_password = password;
			end
			M: begin
				z[0] = 0;
				z[1] = 1;
			end
			default: begin
				z = 0;
				dis_password = 0;
			end
		endcase
	end
endmodule
module hex_to_seg (hex, seg);
	input [3:0] hex;
	output reg [6:0] seg;
	always@(*) begin
		case(hex)
		4'h0 : begin seg = 7'b1000000; end  
		4'h1 : begin seg = 7'b1111001; end  
		4'h2 : begin seg = 7'b0100100; end  
		4'h3 : begin seg = 7'b0110000; end  
		4'h4 : begin seg = 7'b0011001; end  
		4'h5 : begin seg = 7'b0010010; end  
		4'h6 : begin seg = 7'b0000010; end  
		4'h7 : begin seg = 7'b1111000; end  
		4'h8 : begin seg = 7'b0000000; end  
		4'h9 : begin seg = 7'b0010000; end  
		4'hA : begin seg = 7'b0001000; end
		4'hB : begin seg = 7'b0000011; end
		4'hC : begin seg = 7'b0100111; end
		4'hD : begin seg = 7'b0100001; end
		4'hE : begin seg = 7'b0000110; end
		4'hF : begin seg = 7'b0001110; end
		default : begin seg = 7'b1111111; end
		endcase
	end
endmodule
module top_level4 (KEY, SW, LEDR, HEX0, HEX1, HEX2, HEX3);
	input [3:0] KEY;
	input [9:0] SW;
	output [9:0] LEDR;
	output [6:0] HEX0, HEX1, HEX2, HEX3;
	wire [1:0] led;
	wire [3:0] state, next_state, counter;
	reg [3:0] user;
	wire [15:0] password, guess;
	L6_4 FSM (.clk(KEY[0]), 
				.rst(SW[8]), 
				.w(SW[9]), 
				.z(led), 
				.state(state), 
				.next_state(next_state), 
				.counter(counter), 
				.user_password(SW[3:0]), 
				.user_guess(SW[7:4]),
				.dis_password(password),
				.guess(guess));
	hex_to_seg  hex0 (.hex(password[3:0]), .seg(HEX0));
	hex_to_seg  hex1 (.hex(password[7:4]), .seg(HEX1));
	hex_to_seg  hex2 (.hex(password[11:8]), .seg(HEX2));
	hex_to_seg  hex3 (.hex(password[15:12]), .seg(HEX3));
	assign LEDR[3:0] = {4{led[0]}};
	assign LEDR[7:4] = {4{led[1]}};
endmodule
==> design/flow/run.sh <==
#!/bin/bash
# OpenROAD 26Q1-2900-gdf79404cd8, Yosys 0.63+post, stock flow scripts
make -C /OpenROAD-flow-scripts/flow DESIGN_CONFIG=/design/flow/config.mk WORK_HOME=/design/flow/orfs finish
==> design/flow/config.mk <==
export PLATFORM = sky130hd
export DESIGN_NAME = top_level4
export DESIGN_NICKNAME = top_level4
export VERILOG_FILES = /design/flow/design.v
export SDC_FILE = /design/flow/constraint.sdc
export NUM_CORES = 4
export LEC_CHECK = 1
export CORE_UTILIZATION = 40
==> design/flow/constraint.sdc <==
current_design top_level4

set clk_period 2.9
set clk_io_pct 0.2

create_clock -name clk0 -period $clk_period [get_ports {KEY}]

set non_clock_inputs [all_inputs -no_clocks]
set_input_delay [expr $clk_period * $clk_io_pct] -clock clk0 $non_clock_inputs
set_output_delay [expr $clk_period * $clk_io_pct] -clock clk0 [all_outputs]
==> results.toml <==
# physical design summary
[global_routing]
grt_max_degree = 37
grt_usage = 0.147
grt_pass1_wl_mm = 9.46
antenna_found_initial = 0
grt_pass1_vias = 1920
gr-total-overflow = 0

[route]
antenna_left = 0
drt-initial-drc-count = 45
num_antenna_cells = 0
wl_mm = 5.46
dr.pass1.iters = 4
num_vias = 2018
viasPerCell = 4.71
wl_per_cell_um = 12.8
drc = 0

[final_layout]
area_delta_synth_final_pct = 18.4
nFillCells = 658
seq_area_mm2 = 0.00120
most-common-layout-cells = "clkdlybuf4s50_1, dfrtp_1, nor2_1"
layout.area.comb_mm2 = 0.00175
mostFrequentLayoutCell = "clkdlybuf4s50_1"
drive_above_1_share = 0.173

[critical_path]
cp_num_buf_inv = 2
crit_fanout = 16
max_stage_delay_ns = 0.55
critPathArrivalTime_ns = 1.97
cp-start-kind = "flip-flop"
critPathKind = "flip-flop to output pin"
worst_path_max_delay_cell = "dfrtp_1"
endpoint_kind = "output pin"
cp_top_family = "buffers and inverters"
r2r_setup_slack_ns = 1.19
cp_cell_sequence = "nand2b_2 > nor2_1 > buf_4 > clkdlybuf4s50_1"
crit_required_ns = 2.32

[final_timing]
final_max_slew_viol_count = 0
finClkSkew_ns = 0.000625
fin_tns_setup_ns = 0
setup_viol = 0
max_freq_mhz = 392
finalCriticalPeriod_ns = 2.55
worstMarginPinSlew_ns = 0.506
whs_ns = 0.524
rsz0062_at_grt = "false"
unclocked_pins = 20
untimed_endpoints = 52
fin_crit_sh = 0.880
hold_viol_final = 0
relSlewSlack = 0.662

[cts]
cts_buffer_depth = 2
htree_levels = 2
root_buffer = "clkbuf_8"
clk_pin_slew_ns = 0.05
cts_tree = "yes"
cts_buffers = 5
post_cts_buffers = 0
cts_resized = 0
cts_hold_buf = 0
clk_latency_ns = 0.24

[status]
status = "finished clean"

[place]
portBuffers = 46
dp_hpwl_mm = 4.24
place.gp.congestion = 0.791

[yosys]
ys_ff = 56
yosys_cells = 295
syn_inst = 295
yosysWarnings = 4
avgSynthCellArea_um2 = 10.6
synth_cell_type_count = 39
yosys_area_mm2 = 0.00314
synth_area_mm2 = 0.00314

[pwr]
ir_worst_vdd_v = 0.000292
power.density_mw_per_mm2 = 252
leakagePower_nw = 1.51

[die]
die_area_mm2 = 0.00820
ioPinCount = 52
die_h_um = 90.5
fp.dieW_um = 90.5
coreArea_mm2 = 0.00741
fp_util = 0.423
row_count = 31

[job]
maxCapViolCount = 0
openroad.warnings = 81

[worst_hold_path]
hold_path.class = "flip-flop to flip-flop"
-- cell usage after synthesis --
cell type / n / area (um^2)
buf_2: 9 / 45.0
nor3_1: 1 / 5.00
xor2_1: 16 / 140
or4_1: 1 / 7.51
maj3_1: 1 / 10.0
or2_1: 2 / 12.5
nor4b_4: 1 / 23.8
nor3_4: 1 / 16.3
a21oi_1: 8 / 40.0
dfrtp_1: 36 / 901
mux4_2: 8 / 180
and2_1: 16 / 100
nand2b_4: 1 / 13.8
mux2i_1: 10 / 100
mux2_2: 25 / 282
nor3_2: 3 / 30.0
o211ai_1: 2 / 15.0
nand2b_2: 1 / 8.76
conb_1: 1 / 3.75
o21a_1: 2 / 15.0
a211o_1: 1 / 8.76
ha_1: 24 / 300
o31ai_1: 2 / 15.0
o2bb2ai_1: 2 / 17.5
mux2_4: 7 / 105
nand4_1: 1 / 6.26
a32o_1: 2 / 20.0
nand2b_1: 1 / 6.26
o21ai_0: 11 / 55.1
and3b_1: 1 / 8.76
dlxtn_1: 20 / 300
nand3b_1: 1 / 7.51
nor4_1: 4 / 25.0
nand2_1: 18 / 67.6
inv_1: 14 / 52.6
clkbuf_1: 5 / 18.8
nor2_1: 26 / 97.6
a31oi_1: 1 / 6.26
buf_4: 9 / 67.6
-- worst register-to-register path, cell delays in order (launching register included) --
cell	delay (ns)
dfrtp_1	0.55
nand2b_2	0.32
nor3_2	0.34
mux2_2	0.38
-- power breakdown --
part	leakage [nW]	internal, mW	switching (mW)
clock network	0.0503	0.209	0.103
registers	0.581	0.526	0.0215
logic	0.875	0.0441	0.0305
-- metal layers --
layer | wire [um] | up-vias | GRT usage
li1 | - | 1065 | -
met1 | 2780 | 914 | 0.241
met2 | 2450 | 34 | 0.223
met3 | 184 | 5 | 0.0231
met4 | 46 | 0 | 0.00941
met5 | 0 | - | 0
-- state kept, by name, summed over array words and instances, names as in the netlist --
| register | count |
|---|---|
| FSM.dis_password | 16 |
| FSM.guess | 16 |
| FSM.password | 16 |
| FSM.next_state | 4 |
| FSM.state | 4 |
-- worst paths after layout --
path / start / end / cells past startpoint
setup / recovery: FSM.state[2] / LEDR[2] / 4
hold / removal: FSM.guess[13] / FSM.guess[13] / 1
setup reg to reg: FSM.state[2] / FSM.guess[6] / 3
hold reg to reg: FSM.guess[13] / FSM.guess[13] / 1
max in group asynchronous: SW[8] / FSM.password[9] / 3
min in group asynchronous: SW[8] / FSM.guess[10] / 3
-- metrics by stage --
stage	util	setup WS, ns	total power, mW	std cells	instance area [um^2]
after detailed placement	0.488	0.640	0.632	421	3610
after floorplan	-	1.18	0.597	296	3140
after global placement	0.488	0.668	0.631	421	3610
final	0.501	0.347	0.934	428	3710
after CTS	0.501	0.288	1.01	428	3710
after global routing	0.501	0.217	1.04	428	3710
-- cell families after synthesis --
family | share of synthesized area
latches | 0.0958
xor gates and xnor gates | 0.0447
muxes | 0.213
and+or+nand+nor | 0.139
AOI/OAI and AO/OA | 0.0615
adders and majority gates | 0.0990
other | 0.00120
buffers and inverters | 0.0587
DFF | 0.287
-- layout make-up --
type	instances	share of cell area
clock buffers	7	0.0260
flip-flops and latches	56	0.324
multi-input cells	203	0.473
repair buffers	49	0.130
inverters	14	0.0142
well taps	99	0.0334
Power figures rest on the tool's default switching activity, not on a simulated workload.
